===== flow/config.mk =====
export PLATFORM = sky130hd
export DESIGN_NAME = incrementer
export DESIGN_NICKNAME = incrementer
export VERILOG_FILES = /design/flow/design.v
export SDC_FILE = /design/flow/constraint.sdc
export NUM_CORES = 4
export LEC_CHECK = 1
export CORE_AREA = 10 10 108 108
export DIE_AREA = 0 0 118 118

===== flow/constraint.sdc =====
current_design incrementer

set clk_period 2.4
set clk_io_pct 0.2

create_clock -name clk0 -period $clk_period [get_ports {clk}]

set non_clock_inputs [all_inputs -no_clocks]
set_input_delay [expr $clk_period * $clk_io_pct] -clock clk0 $non_clock_inputs
set_output_delay [expr $clk_period * $clk_io_pct] -clock clk0 [all_outputs]

===== flow/design.v =====
module incrementer (
	input clk,
	input enabler,
	input reset,
	output [7:0] dout,
	output [5:0] gpo,
	output [7:0] ip
);
	reg [7:0] reg_dout;
	reg [5:0] reg_gpo;
	reg [7:0] reg_ip;
	initial begin
		reg_dout = 0;
		reg_gpo = 0;
		reg_ip = 0;
	end
	always @(posedge clk) begin
		if (enabler) begin
			reg_dout [7:0] = reg_dout [7:0] + 1'd1;
			reg_gpo [5:0] = reg_gpo [5:0] + 1'b1;
			reg_ip [7:0] = reg_ip [7:0] + 1'd1;
		end
	end
	assign dout = reg_dout;
	assign gpo  = (!reset) ? 7'b1111_111 : reg_gpo;
	assign ip   = reg_ip;
endmodule 

===== flow/run.sh =====
#!/bin/bash
# OpenROAD 26Q1-2900-gdf79404cd8, Yosys 0.63+post, stock flow scripts
make -C /OpenROAD-flow-scripts/flow DESIGN_CONFIG=/design/flow/config.mk WORK_HOME=/design/flow/orfs finish

==> impl_metrics.json <==
{
  "outcome": "completed",
  "cts_buffers": 3,
  "seq_power_share_pct": 52.1,
  "ios": 25,
  "grt_pass1_vias": 688,
  "synthDominantCellAreaShare_pct": 66.67,
  "hold_ws_ns": 0.5930,
  "tns_ns": 0,
  "ys_warn_count": 1,
  "synth_top_cell_by_count": "edfxtp_1",
  "insertion_delay_ns": 0.26,
  "slew_headroom_pct": 79.32,
  "post_cts_buffers": 0,
  "async_flop_share_pct": 0,
  "vias": 632,
  "synth_seq_share_pct": 66.67,
  "clkPwrFrac_pct": 35.2,
  "final_area_um2": 1471,
  "syn_inst": 68,
  "critPathLaunchType": "input port",
  "ir_worst_vdd_mv": 0.2617,
  "place_inst": 222,
  "period_needed_ns": 2.089,
  "largest_area_cell": "edfxtp_1",
  "dp_hpwl_mm": 1.526,
  "routabilityCongestion": 0.7402,
  "wl_met2_um": 870,
  "wl_per_cell_um": 9.044,
  "top_layer": "met3",
  "die_h_um": 118,
  "grt-ovfl-total": 0,
  "grt_pass1_wl_mm": 3.463,
  "antenna-diode-count": 0,
  "cts-resized-gates": 0,
  "dieWidth_um": 118,
  "cts_tree": "done",
  "synthTopCellsByArea": "edfxtp_1 (67%), xnor2_1 (11%), nand3_1 (6.6%)",
  "grt_antenna_before_repair": 0,
  "cts_max_path_buffers": 2,
  "flop_cell": "edfxtp_1",
  "viasPerCell": 2.796,
  "cts_root_buf": "clkbuf_8",
  "tightest_slew_ns": 0.3102,
  "chip_area_um2": 13920,
  "grt_setup_unrepaired": "false",
  "worstSetupPathType": "in -> out",
  "fmaxAchievable_mhz": 478.8,
  "avgSynthCellArea_um2": 14.57,
  "synth.distinct_cells": 10,
  "netlist_area_um2": 991.0,
  "met3WireLength_um": 202,
  "ant_nets": 0,
  "syn_to_final_growth_pct": 48.48,
  "hold_viol": 0,
  "critPathCaptureType": "output pin",
  "drcViolationCount": 0,
  "finalMaxSlewViolations": 0,
  "clkSlewWorstSetupHoldPaths_ns": 0.08,
  "edf_count": 22,
  "pre_cts_ws_ns": 0.2871,
  "arrival_ns": 1.61,
  "hp-class": "reg -> reg",
  "swShare_pct": 20.35,
  "skew_ns": 0.002588,
  "htree_num_levels": 1,
  "p_int_mw": 0.7861,
  "portBuffers": 24,
  "drt_iter0_drc": 17,
  "crit_required_ns": 1.92,
  "fin_cells": 226,
  "drt-met1-wl_um": 971,
  "fp_util_pct": 10.67,
  "power_frac_comb_pct": 12.8,
  "power_density_nw_per_um2": 670.8,
  "warnings": 25,
  "floorplan.rows": 35,
  "setup_violations": 0,
  "finalCritPeriodShare_pct": 87.03,
  "yosys_cells": 68,
  "dr.pass1.iters": 2,
  "critPathMaxFanout": 6,
  "ys_ff": 22,
  "yosys_area_um2": 991.0,
  "hold_buffers": 0,
  "setup_ws_ns": 0.3113,
  "drive_gt1_share_pct": 7.216,
  "common_cells": "edfxtp_1 (22), nand3_1 (13), xnor2_1 (13), nand2b_1 (5)",
  "routed_wl_mm": 2.044,
  "grt_max_degree": 23,
  "cts_num_sinks": 22,
  "track_usage_pct": 3.006,
  "p_leak_nw": 0.4854,
  "core_um2": 9284,
  "maxCapViolations": 0,
  "switching_power_mw": 0.2008,
  "postPlaceCellArea_um2": 1400
}
-- layout by cell type, fill, tap and decap left out --
cell type        Yosys  layout
xnor2_1             13      13
inv_1                3       3
nand3_1             13      13
nand2b_1             5       5
and3_4               2       2
bufinv_16            0       1
ha_1                 3       3
nand2_1              1       1
clkbuf_8             0       3
xor2_1               3       3
and3_1               3       3
edfxtp_1            22      22
clkdlybuf4s50_1      0      24
buf_4                0       1
-- worst paths after layout --
check / slack, ns / from / cells past startpoint / endpoint
worst min register to register: 0.59 / reg_dout[7] / 1 / reg_dout[7]
worst max register to register: 1.21 / reg_dout[0] / 3 / reg_dout[4]
worst min-delay path: 0.59 / reg_dout[7] / 1 / reg_dout[7]
worst max-delay path: 0.31 / reset / 3 / gpo[0]
-- final cells by class --
| type | count | area [µm²] |
|---|---|---|
| Clock buffer | 3 | 41.29 |
| Clock inverter | 1 | 30.03 |
| Fill cell | 1061 | 7812 |
| Inverter | 3 | 11.26 |
| Multi-Input combinational cell | 43 | 319.1 |
| Sequential cell | 22 | 660.6 |
| Tap cell | 129 | 161.4 |
| Timing Repair Buffer | 25 | 247.7 |
-- metal layers --
metal / vias up / track usage (%)
met5: - / 0
met4: 0 / 0.1546
met3: 0 / 1.750
met2: 20 / 4.476
met1: 311 / 3.883
li1: 301 / -
-- critical path, cell delays in order --
cell and delay (ns):
clkdlybuf4s50_1 0.52, nand2_1 0.14, clkdlybuf4s50_1 0.47
-- per-stage QoR --
step	power, mW	utilization (%)
after floorplan	0.5583	-
after global placement	0.6512	15.08
after detailed placement	0.6527	15.08
after CTS	1.014	15.85
after global routing	1.048	15.85
final	0.9870	15.85
-- state kept, by name (all words and copies together) (netlist names) --
name	count
reg_gpo	6
reg_dout	8
reg_ip	8
-- power groups by stage --
stage         sequential (mW)  combinational (mW)  clock (mW)
finish                  0.514               0.126       0.347
global route            0.522               0.143       0.382
CTS                     0.515               0.131       0.368
-- kinds of logic after synthesis --
| group | share of synthesized area, % |
|---|---|
| xor+xnor | 14.14 |
| fa+ha+maj | 3.788 |
| buf+inv | 1.136 |
| flops | 66.67 |
| simple gates | 14.27 |
No activity file was given, so power comes from the tool's default toggle rates.
